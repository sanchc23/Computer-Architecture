$ cat flow/constraint.sdc
current_design EX_MEM

set clk_period 1.0
set clk_io_pct 0.2

create_clock -name clk0 -period $clk_period [get_ports {clk}]

set non_clock_inputs [all_inputs -no_clocks]
set_input_delay [expr $clk_period * $clk_io_pct] -clock clk0 $non_clock_inputs
set_output_delay [expr $clk_period * $clk_io_pct] -clock clk0 [all_outputs]
$ cat flow/config.mk
export PLATFORM = sky130hd
export DESIGN_NAME = EX_MEM
export DESIGN_NICKNAME = EX_MEM
export VERILOG_FILES = /design/flow/design.v
export SDC_FILE = /design/flow/constraint.sdc
export NUM_CORES = 4
export LEC_CHECK = 1
export CORE_UTILIZATION = 40
$ cat flow/run.sh
#!/bin/bash
# OpenROAD 26Q1-2900-gdf79404cd8, Yosys 0.63+post, stock flow scripts
make -C /OpenROAD-flow-scripts/flow DESIGN_CONFIG=/design/flow/config.mk WORK_HOME=/design/flow/orfs finish
$ cat flow/design.v
module dff (q, d, wen, clk, rst);
    output         q;  
    input          d;  
    input 	   wen;  
    input          clk;  
    input          rst;  
    reg            state;
    assign q = state;
    always @(posedge clk) begin
      state = rst ? 0 : (wen ? d : state);
    end
endmodule
module EX_MEM(
	clk, rst, 
	rd, rt, alu_in2, alu_out, pc,
	MemWrite, 
	RegDst, 
	Branch, 
	MemRead, 
	MemtoReg, 
	ALUSrc, 
	RegWrite, 
	BranchReg, 
	PCS, 
	HLT, 
	LB, 
	MemReadorWrite,
	memwrite_data,
	EXMEMMemWrite, 
	EXMEMRegDst, 
	EXMEMBranch, 
	EXMEMMemRead, 
	EXMEMMemtoReg, 
	EXMEMALUSrc, 
	EXMEMRegWrite, 
	EXMEMBranchReg,
	EXMEMPCS, 
	EXMEMHLT, 
	EXMEMLB, 
	EXMEMMemReadorWrite,
	EXMEMwrite_data,
	EXMEMalu_out,
	EXMEMrd,
	EXMEMrt,
	EXMEMpc
);
input wire clk, rst;
input wire[15:0] alu_out, alu_in2, memwrite_data, pc;
input wire[3:0] rd, rt;
input wire RegDst, Branch, MemRead, MemtoReg, MemWrite, 
			ALUSrc, RegWrite, BranchReg, PCS, HLT, LB, MemReadorWrite; 
output wire[15:0] EXMEMwrite_data, EXMEMalu_out, EXMEMpc;
output wire[3:0] EXMEMrd, EXMEMrt;
output wire EXMEMRegDst, EXMEMBranch, EXMEMMemRead, EXMEMMemtoReg, EXMEMMemWrite, 
			EXMEMALUSrc, EXMEMRegWrite, EXMEMBranchReg, EXMEMPCS, EXMEMHLT, EXMEMLB, EXMEMMemReadorWrite;
dff ff1(.q(EXMEMRegDst), .d(RegDst), .wen(1'b1), .clk(clk), .rst(rst));
dff ff2(.q(EXMEMBranch), .d(Branch), .wen(1'b1), .clk(clk), .rst(rst));
dff ff3(.q(EXMEMMemRead), .d(MemRead), .wen(1'b1), .clk(clk), .rst(rst));
dff ff4(.q(EXMEMMemtoReg), .d(MemtoReg), .wen(1'b1), .clk(clk), .rst(rst));
dff ff5(.q(EXMEMMemWrite), .d(MemWrite), .wen(1'b1), .clk(clk), .rst(rst));
dff ff6(.q(EXMEMALUSrc), .d(ALUSrc), .wen(1'b1), .clk(clk), .rst(rst));
dff ff7(.q(EXMEMRegWrite), .d(RegWrite), .wen(1'b1), .clk(clk), .rst(rst));
dff ff8(.q(EXMEMBranchReg), .d(BranchReg), .wen(1'b1), .clk(clk), .rst(rst));
dff ff9(.q(EXMEMPCS), .d(PCS), .wen(1'b1), .clk(clk), .rst(rst));
dff ff10(.q(EXMEMHLT), .d(HLT), .wen(1'b1), .clk(clk), .rst(rst));
dff ff11(.q(EXMEMLB), .d(LB), .wen(1'b1), .clk(clk), .rst(rst));
dff ff12(.q(EXMEMMemReadorWrite), .d(MemReadorWrite), .wen(1'b1), .clk(clk), .rst(rst));
dff ff_alu_out[15:0](.q(EXMEMalu_out), .d(alu_out), .wen(1'b1), .clk(clk), .rst(rst));
dff ff_pc[15:0](.q(EXMEMpc), .d(pc), .wen(1'b1), .clk(clk), .rst(rst));
dff ff_rd[3:0](.q(EXMEMrd), .d(rd), .wen(1'b1), .clk(clk), .rst(rst));
dff ff_rt[3:0](.q(EXMEMrt), .d(rt), .wen(1'b1), .clk(clk), .rst(rst));
dff ff_write_data[15:0](.q(EXMEMwrite_data), .d(memwrite_data), .wen(1'b1), .clk(clk), .rst(rst));
endmodule
==> results.txt <==
Numbers from the implementation run.

The worst min-delay path category is in -> reg. Detailed routing inserted a total of 1391 vias. The minimum clock period after layout is 0.9322 ns. In the global route stage, overall resource usage came out at 13.81%. The first global-routing pass estimated 6223 µm of wire. The measured slew at the worst slew-check pin is 0.2121 ns.

The timing report attributes the biggest portion of critical-path delay to flip-flops. The upper clock frequency limit is 1.073 GHz. From bottom edge to top edge, the die measures 77.12 µm. The combinational cell fraction of total power is 9.1%. The initial utilization of the core area, before any placement, comes to 42.83%. The stage logs contain a warning count of 42.

Summed over its instances, the top area cell type makes up 60.31% of the synthesized netlist area. The standard cell core area is 0.005270 mm². The port buffer count is 137. The timing report gives the biggest stage delay along the critical path as 0.31 ns. The fraction of power consumed by sequential logic is 51.7%. Checking max transition, the worst relative margin is 85.86%.

The final estimated routing congestion in global placement is 0.7786. The number of global-route vias before repair is 1301. The total buffers and inverters traversed by the critical path is 1. The antenna violation net count after detailed routing is 0.

On the worst setup and hold paths after CTS, the clock-pin slew comes to 0.06 ns. Counting flops with an async set or reset pin after synthesis yields a share of 0%. The count of yosys warnings during synthesis is 1. Dividing the final minimum period by the clock period gives 93.22%.

The number of flip-flops and latches in the synthesized netlist is 68. Traced cell by cell, the critical path runs through buf_2. The I/O pin count is 154. The leakage component of the power is 1.431 nW.

The half-perimeter wire length of the detailed placement result is 2845 µm. The first detailed-routing pass ran for 3 iterations. The endpoint required time on the critical path is 0.80 ns. Once the clock tree was built, the setup fixing pass inserted 0 buffers. The script extracted a net switching power of 0.001027 W. The power density normalized to cell area is 1776 mW/mm². The number of hold violations in the final report is 0. The script logs the mean routed wire length per placed instance as 10.85 µm. The detail-routed via count per cell is 3.864. Global routing finished with a remaining overflow of 0. Counting instances in the post-synthesis netlist gives the leading cell types as dfxtp_1, nor2b_1, buf_4.

The hold-fix buffer count after cts is 0. Synthesis instantiated 5 different standard cells from the library. After floorplanning, the die was sized to cover 0.005947 mm².

The count of H-tree levels built during CTS is 3. The share of the core filled with cells is 59.52%. Max-cap violations in this run came to 0.

The maximum VDD drop is 0.9379 mV. For this run, the chip area from Yosys synthesis comes to 0.002257 mm². The number of flops mapped to enable cells by yosys is 0. The launch instance of the worst min-delay path is rst. The initial antenna violation count was 0. The number of DRC markers in iteration 0 is 30. The maximum clock path buffer count is 2.

The flow reports that the clock network draws 39.2% of the design power. Per the final report, max-transition violations number 0. The antenna diode count is 0. In the synthesized netlist, the number of instances is 199. For this run, the leading register cell type out of synthesis is dfxtp_1. The mapped netlist covers 0.002257 mm². The worst setup path is captured at an output pin. Sorting the synthesized cells by area gives the leading types as dfxtp_1, buf_4, nor2b_1, buf_6, buf_2. The die width is 77.12 µm. The mean instance size in the synthesized netlist is 11.34 µm². The clock tree from TritonCTS is built. The highest fanout seen on the critical path is 1. The arrival time at the worst endpoint is 0.73 ns. The setup TNS is 0 ns. The number of standard-cell rows in the floorplan is 26. Of the synthesized area, sequential elements account for 60.31%. The layout-stage area growth over the synthesis result is 38.97%. The launching instance or port of the critical path is ff_rd[3].state$_SDFF_PP0_. In the final layout, the share of cells above drive strength 1 is 30.34%. The flow ran to the end, and the final reports show no timing, DRC or antenna violations. The cell count listed in synth_stat.txt is 199. Among all stages on the critical path, the largest delay is contributed by dfxtp_2. The critical path is of the reg -> out type.

The count of unresolved DRC violations after routing is 0. STA classifies the critical path startpoint as a flop. The number of clock sinks is 68. The internal power of the cells is 0.004544 W. Setup repair after global routing left no endpoint under its margin. The cell type contributing the most total cell area after synthesis is dfxtp_1. The total clock buffers created by CTS is 9. The largest net degree at the start of global routing is 47. The cell at the root of the clock tree is clkbuf_8. The final wirelength is 3907 µm. The count of endpoints failing setup in the final report is 0. The power report shows net switching accounting for 18.43% of the total.
## final timing paths
kind,endpoint,cells after the start
max,EXMEMrd[3],1
min,ff_pc[6].state$_SDFF_PP0_,3
## sequential cells by signal (all words and copies together), names as in the netlist, 4 cells and up
name                 cells
ff_pc.state             16
ff_alu_out.state        16
ff_write_data.state     16
ff_rd.state              4
ff_rt.state              4
## per-stage QoR
stage	cell area, µm²	total power (W)	setup slack (ns)	cells	hold slack, ns
global placement	3268	0.003590	0.02246	345	0.6555
floorplan	2257	0.003200	0.3774	199	0.3282
global route	3137	0.005872	0.007388	360	0.3206
detailed placement	3268	0.003595	0.02174	345	0.6595
CTS	3142	0.005665	0.0005063	360	0.3045
finish	3137	0.005571	0.06776	360	0.3144
## power groups by stage
stage | logic, W | registers [W] | clock network [W]
after CTS | 0.000518 | 0.00288 | 0.00227
after global routing | 0.000558 | 0.00289 | 0.00242
final | 0.000505 | 0.00288 | 0.00218
## cells in the final DEF, fill, tap and decap left out
cell and count:
buf_12 1, buf_2 68, buf_4 1, clkbuf_2 1, clkbuf_8 15, clkdlybuf4s50_1 68, dfxtp_1 66, dfxtp_2 2
nor2b_1 68
## layout make-up
type                            count  area, µm²
Fill cell                         496       2133
Sequential cell                    68       1364
Timing Repair Buffer              139       1054
Multi-Input combinational cell     68      425.4
Clock buffer                       15      206.4
Tap cell                           70      87.58
## cell families (layout without fill, tap and decap cells)
family                 Yosys count  after routing  share of synthesized area (%)
flip-flops                      68             68                          60.31
buffers and inverters           63            154                          20.84
AND/OR/NAND/NOR                 68             68                          18.85
## repair_timing
item	CTS	global route
gates cloned	0	0
endpoints found under the hold margin	0	0
resized	208	1
endpoints found under the setup margin	68	1
## per-layer routing
| layer | vias up | routed length (µm) | track usage (%) |
|---|---|---|---|
| li1 | 715 | - | - |
| met1 | 592 | 1479 | 16.98 |
| met2 | 80 | 1849 | 21.50 |
| met3 | 4 | 521 | 7.376 |
| met4 | 0 | 57 | 3.396 |
| met5 | - | 0 | 0 |
Power and IR drop assume default switching activity.
