==> flow/design.v <==
module full_adder_1bit (Sum, Cout, A, B, Cin);
	input A, B;  
	input Cin;  
	output Sum, Cout;  
	assign Sum = A ^ B ^ Cin;
	assign Cout = (A & B) | (A & Cin) | (B & Cin);
endmodule
module addsub_4bit (Sum, Ovfl, A, B, sub);
	input [3:0] A, B;  
	input sub;  
	output [3:0] Sum;  
	output Ovfl;  
	wire Cout0, Cout1, Cout2;
	wire [3:0] B_com;
	assign B_com = sub ? ~B : B;
	full_adder_1bit FA0 ( .Sum(Sum[0]), .Cout(Cout0), .A(A[0]), .B(B_com[0]), .Cin(sub) );
	full_adder_1bit FA1 ( .Sum(Sum[1]), .Cout(Cout1), .A(A[1]), .B(B_com[1]), .Cin(Cout0) );
	full_adder_1bit FA2 ( .Sum(Sum[2]), .Cout(Cout2), .A(A[2]), .B(B_com[2]), .Cin(Cout1) );
	full_adder_1bit FA3 ( .Sum(Sum[3]), .Cout(), .A(A[3]), .B(B_com[3]), .Cin(Cout2) );
	assign  Ovfl = sub ? ((A[3] ^ B[3]) & (A[3] != Sum[3])) : ((A[3]~^B[3]) & (Sum[3] != A[3]));
endmodule
module carrylook_4bit(A, B, Cin, S, Cout);
input wire[3:0] A, B;
input wire Cin;
output wire[3:0] S;
output wire Cout;
wire[3:0] G, P, C;
wire[3:0] empt;  
full_adder_1bit ad0(.Sum(S[0]), .Cout(empt[0]), .A(A[0]), .B(B[0]), .Cin(C[0]));
full_adder_1bit ad1(.Sum(S[1]), .Cout(empt[1]), .A(A[1]), .B(B[1]), .Cin(C[1]));
full_adder_1bit ad2(.Sum(S[2]), .Cout(empt[2]), .A(A[2]), .B(B[2]), .Cin(C[2]));
full_adder_1bit ad3(.Sum(S[3]), .Cout(empt[3]), .A(A[3]), .B(B[3]), .Cin(C[3]));
assign G = A & B;
assign P = A | B;
assign C[0] = Cin;
assign C[1] = G[0] | (P[0] & C[0]);
assign C[2] = G[1] | (P[1] & C[1]);
assign C[3] = G[2] | (P[2] & C[2]);
assign Cout = G[3] | (P[3] & C[3]);
endmodule
module reduction_unit(S, A, B);
output[15:0] S;
input [15:0] A, B;
wire [11:0] s;
wire [7:0] a, b, c, d;
wire [8:0] e, f;
wire carry_a, carry_c, carry_e1, carry_e2, trash;
assign a = A[7:0];
assign b = B[7:0];
assign c = A[15:8];
assign d = B[15:8];
carrylook_4bit cla_0(.A(a[3:0]), .B(b[3:0]), .Cin(1'b0), .S(e[3:0]), .Cout(carry_a));
carrylook_4bit cla_1(.A(a[7:4]), .B(b[7:4]), .Cin(carry_a), .S(e[7:4]), .Cout(e[8]));
carrylook_4bit clc_0(.A(c[3:0]), .B(d[3:0]), .Cin(1'b0), .S(f[3:0]), .Cout(carry_c));
carrylook_4bit clc_1(.A(c[7:4]), .B(d[7:4]), .Cin(carry_c), .S(f[7:4]), .Cout(f[8]));
carrylook_4bit cls_0(.A(e[3:0]), .B(f[3:0]), .Cin(1'b0),     .S(s[3:0]), .Cout(carry_e1));
carrylook_4bit cls_1(.A(e[7:4]), .B(f[7:4]), .Cin(carry_e1), .S(s[7:4]), .Cout(carry_e2));
carrylook_4bit cls_2(.A({3'b0, e[8]}),   .B({3'b0, f[8]}),   .Cin(carry_e2), .S(s[11:8]), .Cout(trash));
assign S[15:0] = { {8{s[8]}}, s[7:4], s[3:0]};
endmodule
==> flow/run.sh <==
#!/bin/bash
# OpenROAD 26Q1-2900-gdf79404cd8, Yosys 0.63+post, stock flow scripts
make -C /OpenROAD-flow-scripts/flow DESIGN_CONFIG=/design/flow/config.mk WORK_HOME=/design/flow/orfs finish
==> flow/config.mk <==
export PLATFORM = sky130hd
export DESIGN_NAME = reduction_unit
export DESIGN_NICKNAME = reduction_unit
export VERILOG_FILES = /design/flow/design.v
export SDC_FILE = /design/flow/constraint.sdc
export NUM_CORES = 4
export LEC_CHECK = 1
export CORE_AREA = 10 10 77 77
export DIE_AREA = 0 0 87 87
==> flow/constraint.sdc <==
current_design reduction_unit

set clk_period 8.1
set clk_io_pct 0.2

create_clock -name clk0 -period $clk_period

set non_clock_inputs [all_inputs -no_clocks]
set_input_delay [expr $clk_period * $clk_io_pct] -clock clk0 $non_clock_inputs
set_output_delay [expr $clk_period * $clk_io_pct] -clock clk0 [all_outputs]
==> changes_impl.md <==
## Flow update

- Status: finished, final reports clean
- OpenROAD warning count: 32
- Die area: around 7600 um2
- Mapped cell area: 744 um2
- I/O Pins: 48
- Fin crit share: 0.965
- # setup viols final: 0
- Layout clock buffer count: 0
- Yosys cell count: 79
- Final hold vios: 0
- Filler cells: around 450
- Postcts setup bufs: 0
- Via count: 522
- GRT Residual Overflow: 0
- Pre-placement core utilization: 0.171
- Hold buffer count at cts: 0
- Distinct lib cells used: 5
- Yosys stat chip area: 744 um2
- Syn Area/Cell: 9.42 um2
- Origin of the worst min-delay path: B[0]
- Wire length on met2: about 600 um
- Cells after Synth: 79
- CP required: 6.48 ns
- Initial antenna violation count: 0
- Dpl cells: about 160
- First-pass GRT wire length: 2.78 mm
- Lkg Pwr: 0.576 nW
- Hold crit path type: input pin to output port
- Cells resized by post-CTS repair: 0
- DPL Wire Length: 1.62 mm
- Largest net degree at the start of global routing: 9
- Num rows: 24
- MaxCap Viol Count: 0
- GP Congestion: 0.756
- DR top layer: met3
- Setup repair after global routing missed its margin: false
- Worst VDD drop: 0.130 mV
- Total routed wirelength: 1.60 mm
- Hold path endpoint: S[0]
- Slew headroom: 0.844
- Met3 wire len: 373 um
- Reg area: 0 um2
- Cell Count, Final, Fillers Out: between 150 and 200
- Hold path cells: 4
- Crit-path max FO: 8
- Clock period minus worst slack: roughly 8 ns
- Power, Total: 170 uW
- GR Util All Layers: 0.0454
- Final core occ: 0.269
- Core Area: ~4400 um2
- Wl on met1: slightly above 600 um
- Area grow syn2layout: 57.1%
- Via/cell ratio: 3.20
- Pre-antenna DRT Iters: 2
- Layout cell share with drive strength beyond 1: 0
- Pwr Density: 145 nW/um2
- Yosys synthesis warning count: 0
- CP Class: input pin to output port
- 1st-iter DRT viols: 1
- Avg WL per Cell: about 9.8 um
- Final Max Tran Viols: 0
- Sequential cells: 0
- Floorplan die width: 87 um
- CP Launch Type: input pin
- Remaining antenna violation count: 0
- DIE HEIGHT: 87 um
- Worst slew pin tran: about 0.23 ns
- Number of port buffers: 48
- Share of the yosys chip area belonging to registers: 0
- TNS Setup: 0 ns
- # diodes: 0
- Highest achievable clock rate: between 100 and 150 MHz
- # DRC: 0
- Setup crit end kind: output port
- Vias in the first global route: 648
- Worst path arrival time: 6.20 ns
where the power goes:
group	internal [mW]	total (mW)	switching, mW
logic	0.120	0.170	0.0502
registers	0	0	0
clock network	0	0	0
total	0.120	0.170	0.0502
cell usage after synthesis:
cell    number  area, um2
inv_1       38        143
fa_1        21        420
buf_4       16        120
ha_1         3       37.5
xor3_1       1       23.8
area by class of cell:
| type | count | area (um2) | share of cell area |
|---|---|---|---|
| multi-input cells | 25 | 482 | 0.412 |
| repair buffers | 48 | 480 | 0.411 |
| inverters | 38 | 143 | 0.122 |
| well taps | 52 | 65.1 | 0.0556 |
kinds of logic (layout without fill, tap and decap cells):
family     count (synthesis)  count (layout)  share of synthesized area
buf+inv                   54              86                      0.353
fa+ha+maj                 24              24                      0.615
xor+xnor                   1               1                     0.0319
worst max-delay path, stage by stage:
cell and delay [ns]:
clkdlybuf4s50_1 0.41, ha_1 0.21, fa_1 0.47, inv_1 0.05
fa_1 0.42, fa_1 0.39, fa_1 0.38, fa_1 0.38
fa_1 0.36, inv_1 0.07, fa_1 0.15, inv_1 0.04
fa_1 0.36, xor3_1 0.34, clkdlybuf4s50_1 0.52
through the flow:
step	hold WS, ns	cell area (um2)	worst slack [ns]
2_1_floorplan	3.52	744	1.17
3_3_place_gp	4.42	1170	0.262
3_5_place_dp	4.42	1170	0.243
4_1_cts	4.42	1170	0.222
5_1_grt	4.46	1170	0.0240
6_report	4.40	1170	0.285
layer usage:
| layer | vias to the layer above | global-route usage |
|---|---|---|
| met5 | - | 0 |
| met4 | 0 | 0 |
| met3 | 0 | 0.0321 |
| met2 | 41 | 0.0680 |
| met1 | 230 | 0.0558 |
| li1 | 251 | - |
layout by cell type, fill, tap and decap left out:
master	instances
ha_1	3
inv_1	38
fa_1	21
clkdlybuf4s50_1	48
xor3_1	1
worst max path at each step:
stage     start    end  slack (ns)  cells past startpoint
4_1_cts    A[0]  S[10]        0.22                     15
5_1_grt    A[0]  S[12]        0.02                     15
6_report   A[0]  S[10]        0.28                     15
Power figures rest on the tool's default switching activity, not on a simulated workload.
