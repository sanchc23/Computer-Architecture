[flow/run.sh]
#!/bin/bash
# OpenROAD 26Q1-2900-gdf79404cd8, Yosys 0.63+post, stock flow scripts
make -C /OpenROAD-flow-scripts/flow DESIGN_CONFIG=/design/flow/config.mk WORK_HOME=/design/flow/orfs finish
[flow/config.mk]
export PLATFORM = sky130hd
export DESIGN_NAME = ID_EX
export DESIGN_NICKNAME = ID_EX
export VERILOG_FILES = /design/flow/design.v
export SDC_FILE = /design/flow/constraint.sdc
export NUM_CORES = 4
export LEC_CHECK = 1
export CORE_UTILIZATION = 30
[flow/constraint.sdc]
current_design ID_EX

set clk_period 1.0
set clk_io_pct 0.2

create_clock -name clk0 -period $clk_period [get_ports {clk}]

set non_clock_inputs [all_inputs -no_clocks]
set_input_delay [expr $clk_period * $clk_io_pct] -clock clk0 $non_clock_inputs
set_output_delay [expr $clk_period * $clk_io_pct] -clock clk0 [all_outputs]
[flow/design.v]
module dff (q, d, wen, clk, rst);
    output         q;  
    input          d;  
    input 	   wen;  
    input          clk;  
    input          rst;  
    reg            state;
    assign q = state;
    always @(posedge clk) begin
      state = rst ? 0 : (wen ? d : state);
    end
endmodule
module ID_EX(
	clk, rst, 
	rt, rs, rd, 
	imm, sign_ext_imm, imm_lb, 
	Rf_1, Rf_2,  
	RegDst, 
	Branch, 
	MemRead, 
	MemtoReg, 
	MemWrite,  
	ALUSrc, 
	RegWrite, 
	BranchReg, 
	PCS, 
	HLT, 
	LB, 
	MemReadorWrite,
	opcode,
	pc,
	IDEXRegDst, 
	IDEXBranch, 
	IDEXMemRead, 
	IDEXMemtoReg, 
	IDEXMemWrite, 
	IDEX_a, IDEX_b, 
	IDEXrs, 
	IDEXrt, 
	IDEXrd, 
	IDEXimm, 
	IDEXsign_ext_imm, 
	IDEXimm_lb,
	IDEXALUSrc, 
	IDEXRegWrite, 
	IDEXBranchReg, 
	IDEXPCS, 
	IDEXHLT, 
	IDEXLB, 
	IDEXMemReadorWrite,
	IDEXOpcode,
	IDEXpc
);
input wire clk, rst;
input wire[15:0] Rf_1, Rf_2, pc;
input wire[3:0] rs, rt, rd;
input wire[3:0] opcode;
input wire[3:0] imm;
input wire[15:0] sign_ext_imm;
input wire[7:0] imm_lb;
input wire RegDst, Branch, MemRead, MemtoReg, MemWrite, 
			ALUSrc, RegWrite, BranchReg, PCS, HLT, LB, MemReadorWrite; 
output wire[15:0] IDEX_a, IDEX_b, IDEXpc;
output wire[3:0] IDEXrs, IDEXrt, IDEXrd;
output wire[3:0] IDEXimm;
output wire[3:0] IDEXOpcode;
output wire[15:0] IDEXsign_ext_imm;
output wire[7:0] IDEXimm_lb;
output wire IDEXRegDst, IDEXBranch, IDEXMemRead, IDEXMemtoReg, IDEXMemWrite, 
			IDEXALUSrc, IDEXRegWrite, IDEXBranchReg, IDEXPCS, IDEXHLT, IDEXLB, IDEXMemReadorWrite;
dff ff_rt[3:0](.q(IDEXrt), .d(rt), .wen(1'b1), .clk(clk), .rst(rst));
dff ff_rs[3:0](.q(IDEXrs), .d(rs), .wen(1'b1), .clk(clk), .rst(rst));
dff ff_rd[3:0](.q(IDEXrd), .d(rd), .wen(1'b1), .clk(clk), .rst(rst));
dff ff_op[3:0](.q(IDEXOpcode), .d(opcode), .wen(1'b1), .clk(clk), .rst(rst));
dff rf_1[15:0](.q(IDEX_a), .d(Rf_1), .wen(1'b1), .clk(clk), .rst(rst));
dff rf_2[15:0](.q(IDEX_b), .d(Rf_2), .wen(1'b1), .clk(clk), .rst(rst));
dff ff_pc[15:0](.q(IDEXpc), .d(pc), .wen(1'b1), .clk(clk), .rst(rst));
dff ff_imm[3:0](.q(IDEXimm), .d(imm), .wen(1'b1), .clk(clk), .rst(rst));
dff ff_sign_ext_imm[15:0](.q(IDEXsign_ext_imm), .d(sign_ext_imm), .wen(1'b1), .clk(clk), .rst(rst));
dff ff_imm_lb[7:0](.q(IDEXimm_lb), .d(imm_lb), .wen(1'b1), .clk(clk), .rst(rst));
dff ff1(.q(IDEXRegDst), .d(RegDst), .wen(1'b1), .clk(clk), .rst(rst));
dff ff2(.q(IDEXBranch), .d(Branch), .wen(1'b1), .clk(clk), .rst(rst));
dff ff3(.q(IDEXMemRead), .d(MemRead), .wen(1'b1), .clk(clk), .rst(rst));
dff ff4(.q(IDEXMemtoReg), .d(MemtoReg), .wen(1'b1), .clk(clk), .rst(rst));
dff ff5(.q(IDEXMemWrite), .d(MemWrite), .wen(1'b1), .clk(clk), .rst(rst));
dff ff6(.q(IDEXALUSrc), .d(ALUSrc), .wen(1'b1), .clk(clk), .rst(rst));
dff ff7(.q(IDEXRegWrite), .d(RegWrite), .wen(1'b1), .clk(clk), .rst(rst));
dff ff8(.q(IDEXBranchReg), .d(BranchReg), .wen(1'b1), .clk(clk), .rst(rst));
dff ff9(.q(IDEXPCS), .d(PCS), .wen(1'b1), .clk(clk), .rst(rst));
dff ff10(.q(IDEXHLT), .d(HLT), .wen(1'b1), .clk(clk), .rst(rst));
dff ff11(.q(IDEXLB), .d(LB), .wen(1'b1), .clk(clk), .rst(rst));
dff ff12(.q(IDEXMemReadorWrite), .d(MemReadorWrite), .wen(1'b1), .clk(clk), .rst(rst));
endmodule
==> notes.md <==
Latest figures from synthesis and place and route.

The run finished with clean final reports. CTS built an H-tree with a depth of 3. The worst hold path belongs to the class in2reg. The summed instance area of the synthesized netlist is 3500 um^2. Dividing the detail-routed via count by the number of cells gives 3.70. Per the post-synthesis report, the number of cells in the design is 311. The STA report counts the stages on the worst setup path as 1. The critical path required time is 0.80 ns. Per the synth stats, the flop cell with the highest instance count is sky130_fd_sc_hd__dfxtp_1. By area the synthesized netlist is led by sky130_fd_sc_hd__dfxtp_1 60%, sky130_fd_sc_hd__buf_4 21%, sky130_fd_sc_hd__nor2b_1 19%. The routed via count is 2144. In the power breakdown, the internal column shows 6800 uW. Looking at the power breakdown, the clock network takes 38.2% of the total. The post-synthesis sequential area ratio is 59.6%. The highest clock rate is 1.04 GHz. For this design, Yosys synthesis ends with a cell count of 311. The critical path endpoint category is an output pin. The setup path with the least slack is of type reg2out. The yosys warning tally is 1. The global router's overall resource usage is 10.5%. The capture point of the worst path is IDEXrs[2]. The number of buffers created by CTS is 9. The routed wire length is 6.76 mm. The routed design could run at a clock period as short as 0.963 ns. The number of clock sinks is 104. Ranked by instance count, the synthesized netlist is headed by 104 x sky130_fd_sc_hd__dfxtp_1, 104 x sky130_fd_sc_hd__nor2b_1, 99 x sky130_fd_sc_hd__buf_4. The first-pass GRT wire length is 9.45 mm. The post-route netlist has 29.3% of its cells at a drive strength greater than 1. From bottom edge to top edge, the die measures 110 um. Switching power as a fraction of the total was reported as 19.4%. The worst relative slew slack is 85.9%. The area recorded from the Yosys report for this design is 3500 um^2. The number of antenna violations at the first check in global routing is 0.

After clock tree synthesis, the flow added hold-fix buffers numbering 0. The leakage power summed over all cells is 0.00217 uW. The library cell used as clock root buffer is sky130_fd_sc_hd__clkbuf_16.

The final weighted congestion recorded by global placement is 0.692. The net load switching power is 1630 uW. The average routed wire per standard cell is 11.7 um. For this run, design rule violations remaining after detail routing come to 0. The critical path startpoint category is a flip-flop. In the final layout, the fill cell count is 1097. The tally of nets with antenna violations remaining after routing is 0. In this run the maximum-capacitance check reported violations numbering 0. The count of distinct cell types in the synthesized netlist is 4. The start point of the critical path is ff_rs[2].state.

The slew at the pin closest to its max-slew limit is 0.212 ns. Setup repair after global routing could not meet its margin everywhere. The warning total across the stage logs is 26. The final HPWL from detailed placement is 5.01 mm. The final-report max-slew violation count is 0. Setup total negative slack on the finished layout was measured at 0 ns. The most area-hungry cell type in the Yosys netlist is sky130_fd_sc_hd__dfxtp_1. The chip footprint is 12100 um^2. The effective utilization at floorplan is 30.7%.

In this run the tool buffered the top-level ports with 209 buffer cells. The data arrival time reported for the critical path is 0.76 ns. The synthesis-to-finish area growth is 38.2%.

In this design, the largest share of critical-path delay is due to flip-flops. The largest vdd supply drop is 0.000939 V. The number of optimization iterations in the first detailed-route pass is 4. The die extent in x is 110 um. According to the floorplan report, the placeable core area is 11400 um^2. The total grt overflow is 0. The share of total power in sequential cells is 52.3%. The cell with the largest stage delay on the worst path is sky130_fd_sc_hd__dfxtp_2. Counting flops with an async set or reset pin after synthesis yields a share of 0%.

The placed instance area is 5080 um^2. The signal on the critical path passes through buf_2. The clock tree from TritonCTS is built. The standard-cell row count is 39. The synthesis-stage register bit count is 104. Entering global routing, the biggest net connects 25 pins. The via count of the first global-routing pass is 1924. In the finished design, the share of the clock period the worst path needs comes to 96.3%.

The count of flip-flops with a built-in enable after synthesis is 0. The number of antenna cells inserted is 0. Counting along the longest clock path gives a buffer depth of 2. The number of top-level pins is 210. Per the summary, power density relative to cell area is 1740 nW/um^2. The starting DRC count in detailed routing is 75.

The final timing report counts setup violations totalling 0. For reference, the clock transition at the flip-flops on the worst setup and hold paths is 0.06 ns. After synthesis, the largest area contributor takes up 59.6% of total cell area. Counting endpoints that fail hold in the final report gives 0.

The number of buffers inserted to repair setup after CTS is 0. The number of buffers and inverters on the critical path is 1. The highest net fanout along the worst path is 1. The highest cell delay on the worst timing path is 0.31 ns. The cell area after layout is 4830 um^2. The flow reports that combinational logic draws 9.5% of the design power. The mean post-synth cell area is 11.2 um^2.
==> registers in the layout, summed over array words and instances, names as in the netlist, 4 cells and up <==
signal and cells:
ff_imm.state 4, ff_imm_lb.state 8, ff_op.state 4, ff_pc.state 16, ff_rd.state 4, ff_rs.state 4, ff_rt.state 4, ff_sign_ext_imm.state 16
rf_1.state 16, rf_2.state 16
==> routing by layer <==
metal | vias to the layer above | routed length, um | track usage [%]
met2 | 129 | 2920 | 15.4
met1 | 921 | 2550 | 13.8
li1 | 1082 | - | -
met5 | - | 0 | 0
met4 | 0 | 169 | 2.57
met3 | 12 | 1120 | 5.74
==> cells by family (layout without fill, tap and decap cells) <==
kind of cell           count (synthesis)  in the layout  synth area share [%]
and+or+nand+nor                      104            104                  18.6
buffers and inverters                103            229                  21.8
DFF                                  104            104                  59.6
==> per-stage QoR <==
stage               hold WS (ns)  util, %  instances  power, uW  worst slack, ns
floorplan                  0.328        -        311       4910            0.352
global placement           0.549     44.6        565       5530         -0.00568
detailed placement         0.551     44.6        565       5530         -0.00231
CTS                        0.175     42.5        580       8590           0.0110
global route               0.193     42.5        580       8820         -0.00482
finish                     0.187     42.5        580       8430           0.0368
==> area by class of cell <==
class | count | area (um^2) | share of cell area [%]
repair buffers | 214 | 1640 | 34.0
flip-flops and latches | 104 | 2090 | 43.3
clock buffers | 15 | 268 | 5.54
multi-input cells | 104 | 651 | 13.5
well taps | 143 | 179 | 3.70
==> cell usage in the layout (no fill, tap or decap) <==
master / count
sky130_fd_sc_hd__buf_12: 3
sky130_fd_sc_hd__buf_2: 104
sky130_fd_sc_hd__buf_4: 3
sky130_fd_sc_hd__clkbuf_1: 4
sky130_fd_sc_hd__clkbuf_16: 9
sky130_fd_sc_hd__clkbuf_8: 2
sky130_fd_sc_hd__clkdlybuf4s50_1: 104
sky130_fd_sc_hd__dfxtp_1: 97
sky130_fd_sc_hd__dfxtp_2: 7
sky130_fd_sc_hd__nor2b_1: 104
==> worst min path at each step <==
stage | startpoint | end | depth (start not counted)
after CTS | rst | ff3.state | 2
after global routing | rst | ff_op[0].state | 2
final | rst | ff3.state | 2
==> power by group through the flow <==
stage / clock network [uW] / registers, uW / logic (uW)
final: 3220 / 4410 / 801
after global routing: 3500 / 4430 / 891
after CTS: 3360 / 4410 / 820
==> what timing repair did <==
action	4_1_cts	5_1_grt
gates resized	322	1
endpoints found under the setup margin	104	2
pin swaps	0	0
Power and IR drop assume default switching activity.
